===== flow/design.v =====
module debounce
   (
    input  logic clk, reset,
    input  logic sw,
    output logic db_level, db_tick
   );
   localparam N=22;
   typedef enum {zero, wait0, one, wait1} state_type;
   state_type state_reg, state_next;
   logic [N-1:0] q_reg, q_next;
    always_ff @(posedge clk, posedge reset)
       if (reset) 
          begin
             state_reg <= zero;
             q_reg <= 0;
          end
       else
          begin
             state_reg <= state_next;
             q_reg <= q_next;
          end
   always_comb
   begin
      state_next = state_reg;    
      q_next = q_reg;            
      db_tick = 1'b0;            
      db_level = 1'b0;           
      case (state_reg)
         zero: begin
            if (sw) begin
               state_next = wait1;
               q_next = {N{1'b1}};  
            end
         end
         wait1: begin
            if (sw) begin
               q_next = q_reg - 1;
               if (q_next==0) begin
                  state_next = one;
                  db_tick = 1'b1;
               end
            end
            else  
               state_next = zero;
         end         
         one: begin
            db_level = 1'b1;
            if (~sw) begin
               state_next = wait0;
               q_next = {N{1'b1}};  
            end
         end
         wait0: begin
            db_level = 1'b1;
            if (~sw) begin
               q_next = q_reg - 1;
               if (q_next==0)
                  state_next = zero;
            end
            else  
               state_next = one;
         end
         default: state_next = zero;
      endcase
   end
endmodule

===== flow/run.sh =====
#!/bin/bash
# OpenROAD 26Q1-2900-gdf79404cd8, Yosys 0.63+post, stock flow scripts
make -C /OpenROAD-flow-scripts/flow DESIGN_CONFIG=/design/flow/config.mk WORK_HOME=/design/flow/orfs finish

===== flow/config.mk =====
export PLATFORM = sky130hd
export DESIGN_NAME = debounce
export DESIGN_NICKNAME = debounce
export VERILOG_FILES = /design/flow/design.v
export SDC_FILE = /design/flow/constraint.sdc
export NUM_CORES = 4
export LEC_CHECK = 1
export CORE_AREA = 10 10 101 101
export DIE_AREA = 0 0 111 111

===== flow/constraint.sdc =====
current_design debounce

set clk_period 6.9
set clk_io_pct 0.2

create_clock -name clk0 -period $clk_period [get_ports {clk}]

set non_clock_inputs [all_inputs -no_clocks]
set_input_delay [expr $clk_period * $clk_io_pct] -clock clk0 $non_clock_inputs
set_output_delay [expr $clk_period * $clk_io_pct] -clock clk0 [all_outputs]

==> CHANGELOG.md <==
### Metrics

- Biggest cell delay along the critical path: 0.67 ns
- Pre-CTS worst setup slack: 2.72 ns
- Mapped Area: 1820 um^2
- # setup viols final: 0
- Critical Path RT: 5.52 ns
- Delay-heaviest family, CP: simple AND/OR/NAND/NOR gates
- Critical path data arrival time: 3.14 ns
- Clock Skew: 0.00282 ns
- Vias per cell: 4.95
- Startpoint Class: register
- Fraction of layout cells with a size suffix above 1: 10.0%
- RSZ-0062 raised after global routing: false
- Late-Pin Clk Latency: 0.27 ns
- Final worst setup slack: 2.38 ns
- CP max FO: 7
- Worst VDD drop: 0.0857 mV
- Met3 Use GR: 1.26%
- Yosys stat cell total: 220
- Fin crit share: 65.4%
- HPWL after DPL: 3060 um
- Num rows: 33
- Met1 Use GR: 10.4%
- Setup repair bufs after CTS: 0
- Clock sink count: 26
- I/O Pins: 5
- Worst Tran Pin Value: 0.826 ns
- Vias in the first global route: 1481
- Max Root-Sink Buffers: 2
- Yosys top cell area share: 34.5%
- CTS H-tree depth: 1
- Register area share after synthesis: 35.9%
- Fp_density: 22.3%
- Port bufs: 4
- Clk root buf: clkbuf_8
- Antenna diodes: 0
- Max reg flops: 22
- Area Overhead vs Synth: 10.8%
- DIE WIDTH: 111 um
- CP Buf/Inv Count: 2
- Antenna-violating nets left: 0
- Max Fclk: 221 MHz
- Setup CP Type: reg -> out
- CORE AREA: 8130 um^2
- DRC Markers: 0
- Min Hold Slack: 0.524 ns
- Worst path cell trace: inv_1 > ha_1 > nand2b_1 > or4_1 > or3_1 > nand4_1 > nor2_1 > and4_1 > clkdlybuf4s50_1
- Final RePlAce weighted congestion: 0.941
- Synth warn: 1
- Global route overflow: 0
- OpenROAD warnings: 26
- Post-synth EDFFs: 0
- Pin count of the biggest net entering global routing: 27
- Setup TNS Final: 0 ns
- Post-DP Area: 1960 um^2
- Async set-reset flop share out of synthesis: 100%
- Clock period minus worst slack: 4.52 ns
- Fin. Hold Viols: 0
- Drt total wl: 4200 um
- Distinct lib cells used: 52
- Synth Flop Type: dfrtp_1
- Total power: 311 uW
- Slew Limit Fails: 0
- Chip area in the Yosys report: 1820 um^2
- First-pass GRT wire length: 7510 um
- Router iterations before antenna repair: 5
- Crit end category: output pin
- Chip Height: 111 um
- Slowest-stage cell, CP: or4_1
- Antenna violations before repair: 0
- Clk slew on worst S/H paths: 0.09 ns
- Via count: 1604
- WL/cell: 13.0 um
- Cell area leaders: dfrtp_1 (34%), nor2_1 (5.8%), a21oi_1 (5.5%)
- Post-CTS Resized: 0
- Synth Area per Inst: 8.25 um^2
- Max_slew headroom: 44.4%
- Leakage: 0.000651 uW
- Gr usage total: 6.88%
- Syn Inst Count: 220
- Drt initial violations: 119
- #FFs+latches synth: 26
- Yosys top cell by area: dfrtp_1
- CTS hold repair buffers: 0
- GRT busiest layer: met1
- Status: finished clean
- Maxcap violations: 0
- Chip area: 12300 um^2
- M2 GR Usage: 10.3%
- Post-route cell area: 2010 um^2
- TritonCTS Buffers: 3
- Worst hold path class: reg -> reg
- Power per cell area: 155 nW/um^2
- CTS tree: done
==> report_power, final <==
| part | leakage, uW | internal [uW] | switching, uW |
|---|---|---|---|
| Sequential | 0.000248 | 161 | 11.8 |
| Clock | 0.0000288 | 51.0 | 48.8 |
| Combinational | 0.000373 | 15.5 | 23.2 |
==> layout make-up <==
cell class | instances | area [um^2]
fillers | 850 | 6120
inverters | 8 | 30.0
well taps | 105 | 131
multi-input cells | 173 | 1070
flip-flops and latches | 26 | 652
repair buffers | 8 | 70.1
clock buffers | 4 | 55.1
==> cells in the final DEF, fill, tap and decap left out, types with 7 or more instances in the layout <==
master,Yosys,final
nor3_1,9,9
a21oi_1,20,20
a31oi_1,10,10
nand3_1,8,8
inv_1,8,8
nor2b_1,7,7
dfrtp_1,25,25
o21ai_0,11,11
nand2_1,11,11
nor2_1,28,28
==> logic make-up after synthesis <==
group | after synthesis | share of synthesized area (%)
simple gates | 104 | 33.6
compound gates | 58 | 19.4
flops | 26 | 35.9
buf+inv | 21 | 4.96
xor+xnor | 6 | 2.89
mux | 3 | 1.79
fa+ha+maj | 2 | 1.38
==> synth_stat cells (all sizes together), types with 7 or more instances <==
cell / number
clkbuf: 8
a21oi: 20
nor2: 28
dfrtp: 25
nor2b: 7
nor3: 10
nand3: 8
inv: 8
o21ai: 13
a31oi: 10
nand2: 11
nor4: 7
==> metrics by stage <==
stage,std cells,util [%]
floorplan,220,-
global placement,320,24.1
detailed placement,320,24.1
CTS,324,24.7
global route,324,24.7
finish,324,24.7
==> routing by layer <==
layer	vias to the layer above	wire [um]
met5	-	0
met4	0	8
met3	2	257
met2	35	1780
met1	745	2160
li1	822	-
==> path summary, 6_finish.rpt <==
kind / slack (ns) / startpoint / end / cells past startpoint
worst max-delay path: 2.38 / q_reg[0]$_DFFE_PP0P_ / db_tick / 9
worst min-delay path: 0.52 / q_reg[21]$_DFFE_PP0P_ / q_reg[21]$_DFFE_PP0P_ / 1
worst max register to register: 3.91 / q_reg[6]$_DFFE_PP0P_ / state_reg[3]$_DFF_PP0_ / 6
worst min register to register: 0.52 / q_reg[21]$_DFFE_PP0P_ / q_reg[21]$_DFFE_PP0P_ / 1
max in group asynchronous: 5.15 / reset / state_reg[0]$_DFF_PP1_ / 3
min in group asynchronous: 1.46 / reset / q_reg[8]$_DFFE_PP0P_ / 3
Power figures rest on the tool's default switching activity, not on a simulated workload.
