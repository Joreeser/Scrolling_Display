**flow/config.mk**
```make
export PLATFORM = sky130hd
export DESIGN_NAME = disp_mux
export DESIGN_NICKNAME = disp_mux
export VERILOG_FILES = /design/flow/design.v
export SDC_FILE = /design/flow/constraint.sdc
export NUM_CORES = 4
export LEC_CHECK = 1
export CORE_UTILIZATION = 30
```
**flow/constraint.sdc**
```tcl
current_design disp_mux

set clk_period 2.6
set clk_io_pct 0.2

create_clock -name clk0 -period $clk_period [get_ports {clk}]

set non_clock_inputs [all_inputs -no_clocks]
set_input_delay [expr $clk_period * $clk_io_pct] -clock clk0 $non_clock_inputs
set_output_delay [expr $clk_period * $clk_io_pct] -clock clk0 [all_outputs]
```
**flow/design.v**
```verilog
module disp_mux
   (
    input  logic clk, reset,
    input  logic [7:0] in7, in6, in5, in4, in3, in2, in1, in0,
    output logic [7:0] an,    
    output logic [7:0] sseg   
   );
   localparam N = 18;
   logic [N-1:0] q_reg;
   logic [N-1:0] q_next;
   always_ff @(posedge clk,  posedge reset)
      if (reset)
         q_reg <= 0;
      else
         q_reg <= q_next;
   assign q_next = q_reg + 1;
   always_comb
      case (q_reg[N-1:N-3])
         3'b000:
            begin
               an = 8'b11111110;
               sseg = in0;
            end
         3'b001:
            begin
               an =  8'b11111101;
               sseg = in1;
            end
         3'b010:
            begin
               an =  8'b11111011;
               sseg = in2;
            end
         3'b011:
            begin
                an = 8'b11110111;
                sseg = in3;
            end
         3'b100:
            begin
                an = 8'b11101111;
                sseg = in4;
            end
         3'b101:
            begin
                an = 8'b11011111;
                sseg = in5;
            end
         3'b110:
            begin
                an = 8'b10111111;
                sseg = in6;
            end
         default:
            begin
               an =  8'b01111111;
               sseg = in7;
            end
       endcase
endmodule
```
**flow/run.sh**
```bash
#!/bin/bash
# OpenROAD 26Q1-2900-gdf79404cd8, Yosys 0.63+post, stock flow scripts
make -C /OpenROAD-flow-scripts/flow DESIGN_CONFIG=/design/flow/config.mk WORK_HOME=/design/flow/orfs finish
```
==> summary.txt <==
Implementation results.

The largest net degree at the start of global routing is 22. The count of cells in the finished layout, fillers not included, comes to between 200 and 300. The final weighted congestion in routability-driven placement is 0.8004. The worst path meets setup with 47.21 ps of slack. The relative max-transition margin is 0.5535.

STA classifies the critical path endpoint as a primary output. In the placement report, post-DP HPWL is listed as about 3.3 mm. The type of element launching the critical path is an input pin. The worst min-delay path category is reg -> reg. The global routing report lists combined usage of all routing layers as 0.1805. The number of flip-flops under the largest register name is 18.

For this sky-water flow run, the detailed-routed wirelength per cell is reported as 14.99 um. In the final report, the number of hold violations comes to 0. The first-pass iteration count of the detailed router is 3. Per the CTS log, the maximum H-tree level is 1. The count of flip-flops with a built-in enable after synthesis is 0.

The commonest register cell after synthesis is dfrtp_1. The share of synthesized registers carrying an async set or reset is 1.000. Dividing the final minimum period by the clock period gives 0.9818. The starting density of the core is 0.3169. The die covers 4940 um^2. The total instance count after detailed placement is 285. Yosys reports a chip area of approximately 1400 um^2.

The netlist uses 47 different library cells. The area fraction of the largest cell type after synthesis is 0.3220. Looking at the worst setup and hold paths, the clock pins of their registers show a slew of approximately 60 ps. The count of antenna-violating nets left after detailed routing is 0. The die extent in x is 70.29 um. Counting the warning lines in the Yosys log gives 1. Port buffering added about 80 buffers. The post-synthesis instance area is 1399 um^2. The synthesized area per cell is 8.910 um^2. Traced cell by cell, the critical path runs through clkdlybuf4s50_1 > mux2i_1 > or2_2 > a21oi_2 > o32a_1 > clkdlybuf4s50_1. In this run the clock root is driven by a clkbuf_8. The via count is approximately 1400.

By instance count after routing, the leading logic cell types are 81 x clkdlybuf4s50_1, 17 x nand2_1, 16 x dfrtp_1, 13 x xnor2_1. For this block, the initial DRC count from the detailed router was between 60 and 70. After global routing the overflow that remains totals 0. For this design the static power due to leakage is 0.0009440 uW. The initialized floorplan defines 24 standard-cell rows.

The die span in y is 70.29 um. The critical path start-end classification is in -> out. The top logic cell by instance count in the layout is clkdlybuf4s50_1.

TritonCTS built the clock tree. The filler cell count is 407. Between clock sinks in the finished design, the worst skew comes to 0.5110 ps.

For this run, the slowest stage of the critical path takes roughly 450 ps. The via count of the first global-routing pass is 1341. In this run the maximum-capacitance check reported violations numbering 0. The fmax is 391.7 MHz. Relative to the synthesized area, the layout overhead comes to 69.05%. The overall power consumption is 600.9 uW. The slew at the pin closest to its max-slew limit is 669.1 ps. Per the skew report, the later register of the worst-skew pair sees a clock latency of 240 ps.

For this run, the register share of the synthesized area comes to 0.3220. The initial antenna violation count is 0. Across all register-to-register paths, the minimum setup slack is 1240 ps. The first global-routing pass estimated 7.031 mm of wire. The ratio of cells with drive above 1 in the final layout is 0.1369. The pre-CTS setup check shows a worst slack of approximately 32 ps. In the final report, the number of pins over their slew limit comes to 0. The I/O pin count is 82.

Dividing total power by cell area gives a power density of 254.1 nW/um^2. The final core area utilization is 0.5357. Dividing the detail-routed via count by the number of cells gives ~4.8. The detailed router reported a total wirelength of 4.391 mm. The worst-path cell with the longest stage delay is clkdlybuf4s50_1. The maximum root-to-sink buffer count is 2. After synthesis, the design contains 157 cells according to Yosys.

Setup repair after global routing could not meet its margin everywhere. The CTS log lists the clock sinks for this run as 18. In this run, post-CTS hold repair placed 0 buffers. Counting the buffers created by CTS gives 3. After synthesis the netlist holds a flip-flop and latch count of 18. Ranked by total cell area, the synthesized netlist is headed by dfrtp_1 32%, xnor2_1 8.1%, mux2i_1 5.7%.

The flow ran to the end, and the final reports show no timing, DRC or antenna violations. The signal arrival time at the worst endpoint is 2030 ps. Synthesis handed over a netlist of 157 instances. The final-report setup violation count is 0. The minimum period implied by the final worst setup slack is 2553 ps.

Summing over the stages, the warning tally comes to 26. The cell accounting for the most synthesized area is dfrtp_1. The repair_antennas step left the layout with diodes totalling 0. In this design, the critical path's most frequently occurring cell is clkdlybuf4s50_1.

According to the timing report, the data required time at the worst endpoint equals 2080 ps. The core area is 4414 um^2. The maximum vdd ir drop is 0.3247 mV. The DRC violation count after routing is 0.

Along the worst path, the maximum fanout reaches 1.
[synthesized netlist by cell type, types with 3 or more instances]
| cell | instances |
|---|---|
| dfrtp_1 | 18 |
| xnor2_1 | 13 |
| a21oi_1 | 3 |
| inv_1 | 4 |
| buf_6 | 5 |
| buf_2 | 3 |
| o22a_1 | 3 |
| nand2_1 | 17 |
| and3_1 | 4 |
| o21ai_1 | 3 |
| buf_4 | 3 |
| nor2_1 | 9 |
| xor2_1 | 3 |
| o21ai_0 | 6 |
| o32a_1 | 3 |
| nand3_1 | 10 |
| mux2i_1 | 8 |
[worst paths after layout]
check                             to      from  cells past startpoint
hold / removal              q_reg[0]  q_reg[0]                      1
hold reg to reg             q_reg[0]  q_reg[0]                      1
min in group asynchronous   q_reg[4]     reset                      2
max in group asynchronous  q_reg[15]     reset                      2
setup reg to reg           q_reg[17]  q_reg[2]                      4
setup / recovery             sseg[2]    in1[2]                      6
[where the power goes]
group | internal (uW) | switching (uW) | total [uW]
registers | 280 | 0 | 280
logic | 108 | 28.0 | 136
clock network | 103 | 81.8 | 184
total | 491 | 110 | 601
[layer usage]
layer | wire (um) | global-route usage | up-vias | part of all wire
li1 | - | - | 724 | -
met1 | 2162 | 0.2808 | 642 | 0.49
met2 | 1945 | 0.2836 | 48 | 0.44
met3 | 266 | 0.03212 | 2 | 0.061
met4 | 17 | 0.006667 | 0 | 0.0039
met5 | 0 | 0 | - | 0
[kinds of logic (layout without fill, tap and decap cells)]
kind of cell               after synthesis  after routing  share of synthesized area
buffers and inverters                   16            100                    0.08049
muxes                                   11             11                    0.08945
and+or+nand+nor                         60             60                     0.2236
DFF                                     18             18                     0.3220
AOI/OAI and AO/OA                       35             35                     0.1753
adders and majority gates                1              1                   0.008943
xor gates and xnor gates                16             16                     0.1002
[critical path, delay by kind of cell]
| family | cells | cell delay (ps) |
|---|---|---|
| buffers and inverters | 2 | 900 |
| AND/OR/NAND/NOR | 1 | 280 |
| AND-OR/OR-AND | 2 | 260 |
| multiplexers | 1 | 60 |
[metrics by stage]
| stage | instance area (um^2) | hold slack [ps] | setup TNS (ps) |
|---|---|---|---|
| CTS | 2285 | 458.6 | 0 |
| global placement | 2230 | 431.7 | 0 |
| global route | 2365 | 476.3 | -37.23 |
| detailed placement | 2230 | 448.6 | 0 |
| floorplan | 1399 | 413.4 | 0 |
| finish | 2365 | 443.0 | 0 |
[timing repair]
item                       in CTS  in global routing
gates cloned                    0                  0
setup endpoints to repair       4                  5
setup buffers                   0                  5
gates resized                   5                 11
[layout make-up]
| class | instances | area (um^2) | area share |
|---|---|---|---|
| multi-input cells | 123 | 874.6 | 0.3698 |
| clock buffers | 3 | 41.29 | 0.01746 |
| repair buffers | 93 | 915.9 | 0.3873 |
| well taps | 52 | 65.06 | 0.02751 |
| flip-flops and latches | 18 | 452.9 | 0.1915 |
| inverters | 4 | 15.01 | 0.006349 |
Power figures rest on the tool's default switching activity, not on a simulated workload.
