==> design.v <==
module mod_m_counter
   #(parameter M=10)  
   (
    input  logic clk, reset,
    output logic max_tick,
    output logic [$clog2(M)-1:0] q
   );
   localparam N = $clog2(M);
   logic [N-1:0] r_reg;
   logic [N-1:0] r_next;
   always_ff @(posedge clk, posedge reset)
      if (reset)
         r_reg <= 0;
      else
         r_reg <= r_next;
   assign r_next = (r_reg==(M-1)) ? 0 : r_reg + 1;
   assign q = r_reg;
   assign max_tick = (r_reg==(M-1)) ? 1'b1 : 1'b0;
endmodule
==> run.sh <==
#!/bin/bash
# OpenROAD 26Q1-2900-gdf79404cd8, Yosys 0.63+post, stock flow scripts
make -C /OpenROAD-flow-scripts/flow DESIGN_CONFIG=/design/flow/config.mk WORK_HOME=/design/flow/orfs finish
==> config.mk <==
export PLATFORM = sky130hd
export DESIGN_NAME = mod_m_counter
export DESIGN_NICKNAME = mod_m_counter
export VERILOG_FILES = /design/flow/design.v
export SDC_FILE = /design/flow/constraint.sdc
export NUM_CORES = 4
export LEC_CHECK = 1
export CORE_AREA = 10 10 70 70
export DIE_AREA = 0 0 80 80
==> constraint.sdc <==
current_design mod_m_counter

set clk_period 1.8
set clk_io_pct 0.2

create_clock -name clk0 -period $clk_period [get_ports {clk}]

set non_clock_inputs [all_inputs -no_clocks]
set_input_delay [expr $clk_period * $clk_io_pct] -clock clk0 $non_clock_inputs
set_output_delay [expr $clk_period * $clk_io_pct] -clock clk0 [all_outputs]
==> impl_metrics.env <==
# yosys + openroad results
export IMPL_outcome="complete, no violations"
export IMPL_portBuffers=6
export IMPL_clockBufferDepth=2
export IMPL_critPathBufInv=3
export IMPL_area_growth_pct=100.0
export IMPL_rsz0062_at_grt="false"
export IMPL_vias=169
export IMPL_ys_cells=16
export IMPL_netlist_cell_type_count=11
export IMPL_slowest_stage="clkdlybuf4s50_1"
export IMPL_yosys_area_share_adder_pct=0
export IMPL_required_ns=1.44
export IMPL_post_synth_instance_area_um2=175.2
export IMPL_cp_arrival_ns=1.34
export IMPL_clock_sinks=4
export IMPL_critPathLaunchType="register"
export IMPL_grt_use_total_pct=1.855
export IMPL_post_route_min_period_ns=1.701
export IMPL_routedWlPerCell_um=7.351
export IMPL_ctsHtreeMaxLevel=1
export IMPL_first_iter_violations=1
export IMPL_ctsHoldBuffers=0
export IMPL_aoi_share_pct=8.571
export IMPL_cts_tree="done"
export IMPL_min_delay_path_class="input port to async pin"
export IMPL_synth_logic_top_family="simple AND/OR/NAND/NOR gates"
export IMPL_largest_register_ffs=4
export IMPL_final_layout_size_suffix_gt1_share_pct=32.14
export IMPL_die_h_um=80
export IMPL_drcViolationCount=0
export IMPL_worstSkewPairLatency_ns=0.24
export IMPL_gp_congestion=0.6911
export IMPL_syn_area_per_cell_um2=10.95
export IMPL_xor_area_share_pct=5.000
export IMPL_fmax_ghz=0.5879
export IMPL_synth_top_cell_area_share_pct=57.14
export IMPL_drt_first_pass_iters=3
export IMPL_slew_viol_final=0
export IMPL_worst_slew_pin_slew_ns=0.2226
export IMPL_ys_warn_count=1
export IMPL_yosysTopAreaCell="dfrtp_1"
export IMPL_floorplan_core_util_pct=5.128
export IMPL_max_cap_viol_count=0
export IMPL_core_area_um2=3416
export IMPL_endpoint_kind="output port"
export IMPL_dp_slack_ns=0.1664
export IMPL_grt_pass1_wl_um=890
export IMPL_topCellsByArea="dfrtp_1 (57%), inv_1 (6.4%), mux2_2 (6.4%)"
export IMPL_fin_ws_ns=0.09902
export IMPL_slowest_delay_ns=0.43
export IMPL_gr_total_overflow=0
export IMPL_simple_gate_area_share_pct=16.43
export IMPL_die_area_um2=6400
export IMPL_io_pins=7
export IMPL_fin_skew_ns=0.002884
export IMPL_antenna_cells=0
export IMPL_setup_tns_ns=0
export IMPL_ys_sh_mux_pct=6.429
export IMPL_cp_max_fo=3
export IMPL_power_per_cell_area_nw_per_um2=588.5
export IMPL_worstPathCellList="buf_4 > buf_4 > clkdlybuf4s50_1"
export IMPL_async_flop_share_pct=100.0
export IMPL_max_vdd_ir_drop_mv=0.2988
export IMPL_finalPower_uw=206.2
export IMPL_wirelength_um=544
export IMPL_cts_made_buffers=3
export IMPL_ant_nets=0
export IMPL_common_cells="dfrtp_1 (4), inv_1 (3)"
export IMPL_most_common_cell="dfrtp_1"
export IMPL_path_clk_slew_ns=0.04
export IMPL_row_count=21
export IMPL_edf_count=0
export IMPL_synthFlopType="dfrtp_1"
export IMPL_synthCells=16
export IMPL_via_per_inst=2.284
export IMPL_grt_pass1_vias=183
export IMPL_yosysChipArea_um2=175.2
export IMPL_grt_max_degree=8
export IMPL_antenna_found_initial=0
export IMPL_p_leak_uw=0.0001595
export IMPL_finalHoldViolations=0
export IMPL_worstSetupPathType="register to output port"
export IMPL_whs_ns=0.3168
export IMPL_die_w_um=80
export IMPL_tool_warnings=25
export IMPL_setup_viol=0
export IMPL_cpLargestDelayFamily="buffers and inverters"
export IMPL_ys_seq_share_pct=57.14
export IMPL_period_used_pct=94.50
export IMPL_nFillCells=406
export IMPL_cts_root_buffer="clkbuf_4"
export IMPL_slew_headroom_pct=85.16
export IMPL_crit_top_cell="buf_4"
export IMPL_synth_flops=4
[per-layer routing]
metal / track usage (%) / wire length (um)
met1: 2.537 / 298
met2: 1.846 / 170
met3: 1.818 / 75
met4: 0.5282 / 0
met5: 0 / 0
[logic make-up (layout without fill, tap and decap cells)]
kind of cell,after synthesis,in the layout
DFF,4,4
xor gates and xnor gates,1,1
AOI/OAI and AO/OA,2,2
and+or+nand+nor,5,5
buffers and inverters,3,15
muxes,1,1
[worst register-to-register path, stage by stage (launching register included)]
cell and delay, ns:
dfrtp_1 0.40, buf_4 0.14, buf_4 0.13, inv_1 0.08, o21ai_1 0.07, a221o_1 0.29
[worst paths after layout]
check / startpoint / to / slack, ns / cells after the start
setup / recovery: r_reg[2]$_DFF_PP0_ / q[2] / 0.1 / 3
max in group asynchronous: reset / r_reg[0]$_DFF_PP0_ / 1.33 / 2
hold / removal: reset / r_reg[2]$_DFF_PP0_ / 0.32 / 2
setup reg to reg: r_reg[2]$_DFF_PP0_ / r_reg[3]$_DFF_PP0_ / 0.57 / 5
min in group clk0: r_reg[0]$_DFF_PP0_ / r_reg[0]$_DFF_PP0_ / 0.55 / 1
hold reg to reg: r_reg[0]$_DFF_PP0_ / r_reg[0]$_DFF_PP0_ / 0.55 / 1
[area by class of cell]
| type | instances | area (um^2) | area share (%) |
|---|---|---|---|
| multi-input cells | 9 | 73.82 | 21.07 |
| clock buffers | 3 | 22.52 | 6.429 |
| well taps | 46 | 57.56 | 16.43 |
| inverters | 3 | 11.26 | 3.214 |
| repair buffers | 9 | 85.08 | 24.29 |
| flip-flops and latches | 4 | 100.1 | 28.57 |
[where the power goes]
| group | switching [uW] | leakage [uW] | internal, uW | total, uW |
|---|---|---|---|---|
| clock network | 37.2 | 0.0000138 | 74.6 | 112 |
| registers | 0 | 0.0000513 | 90.4 | 90.4 |
| logic | 1.91 | 0.0000944 | 2.04 | 3.95 |
| total | 39.1 | 0.000160 | 167 | 206 |
[repair_timing]
item | in CTS | in global routing
pin swaps | 0 | 0
buffers inserted | 2 | 1
gates cloned | 0 | 0
gates resized | 2 | 1
setup endpoints to repair | 1 | 1
[stage by stage]
stage          utilization [%]  instance area [um^2]  std cells
2_1_floorplan                -                 175.2         16
5_1_grt                  10.26                 350.3         74
3_5_place_dp             8.571                 292.8         68
6_report                 10.26                 350.3         74
4_1_cts                  9.963                 340.3         73
3_3_place_gp             8.571                 292.8         68
[placed cells by master (no fill, tap or decap), drive strengths merged]
master and n:
dfrtp 4, nand2 1, xnor2 1, o21ai 1
dlymetal6s2s 1, nor2b 1, mux2 1, clkbuf 3
inv 3, nor2 1, buf 3, nor3b 1
nor3 1, clkdlybuf4s50 5, a221o 1
Power figures rest on the tool's default switching activity, not on a simulated workload.
